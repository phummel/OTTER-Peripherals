File: config.mk
export PLATFORM = sky130hd
export DESIGN_NAME = SevSegDisp
export DESIGN_NICKNAME = SevSegDisp
export VERILOG_FILES = /design/flow/design.v
export SDC_FILE = /design/flow/constraint.sdc
export NUM_CORES = 4
export LEC_CHECK = 1
export CORE_UTILIZATION = 40
File: constraint.sdc
current_design SevSegDisp

set clk_period 4.8
set clk_io_pct 0.2

create_clock -name clk0 -period $clk_period [get_ports {CLK}]

set non_clock_inputs [all_inputs -no_clocks]
set_input_delay [expr $clk_period * $clk_io_pct] -clock clk0 $non_clock_inputs
set_output_delay [expr $clk_period * $clk_io_pct] -clock clk0 [all_outputs]
File: design.v
`timescale 1ns / 1ps
module BCD(
    input [15:0] HEX,
    output logic [3:0] THOUSANDS,
    output logic [3:0] HUNDREDS,
    output logic [3:0] TENS,
    output logic [3:0] ONES
    );
    int i;
    always_comb begin
        THOUSANDS = 4'h0;
        HUNDREDS = 4'h0;
        TENS = 4'h0;
        ONES = 4'h0;
        for (i=15; i>=0; i=i-1) begin
            if (THOUSANDS >= 5)
                THOUSANDS = THOUSANDS + 3;
            if (HUNDREDS >= 5)
                HUNDREDS = HUNDREDS + 3;
            if (TENS >= 5)
                TENS = TENS + 3;
            if (ONES >= 5)
                ONES = ONES + 3;
            THOUSANDS = {THOUSANDS[2:0],HUNDREDS[3]};
            HUNDREDS = {HUNDREDS[2:0],TENS[3]};
            TENS = {TENS[2:0],ONES[3]};
            ONES = {ONES[2:0],HEX[i]};
       end
   end
endmodule
`timescale 1ns / 1ps
module CathodeDriver(
    input CLK,                   
    input [15:0] HEX,
    output logic [7:0] CATHODES,
    output logic [3:0] ANODES
    );
    logic s_clk_500 = 1'b0;              
    logic [1:0] r_disp_digit = 2'b00;    
    logic [19:0] clk_div_counter = 20'h00000;
	always_ff @(posedge CLK) begin
        clk_div_counter = clk_div_counter + 1;
        if ( clk_div_counter == 20'h186A0) begin      
            clk_div_counter = 20'h00000;
            s_clk_500 = ~s_clk_500;          
        end
    end
    always_ff @(posedge s_clk_500) begin
        case (r_disp_digit)
            2'b00: begin
                ANODES= 4'b1110;
                case (HEX[3:0])
                    4'b0000: CATHODES = 8'b10000001;  
                    4'b0001: CATHODES = 8'b11001111;  
                    4'b0010: CATHODES = 8'b10010010;  
                    4'b0011: CATHODES = 8'b10000110;  
                    4'b0100: CATHODES = 8'b11001100;  
                    4'b0101: CATHODES = 8'b10100100;  
                    4'b0110: CATHODES = 8'b10100000;  
                    4'b0111: CATHODES = 8'b10001111;  
                    4'b1000: CATHODES = 8'b10000000;  
                    4'b1001: CATHODES = 8'b10001100;  
                    4'b1010: CATHODES = 8'b10001000;  
                    4'b1011: CATHODES = 8'b11100000;  
                    4'b1100: CATHODES = 8'b10110001;  
                    4'b1101: CATHODES = 8'b11000010;  
                    4'b1110: CATHODES = 8'b10110000;  
                    4'b1111: CATHODES = 8'b10111000;  
                    default: CATHODES = 8'b11111111;  
                endcase
            end
            2'b01: begin
                ANODES= 4'b1101;
                case (HEX[7:4])
                    4'b0000: CATHODES = 8'b10000001;
                    4'b0001: CATHODES = 8'b11001111;
                    4'b0010: CATHODES = 8'b10010010;
                    4'b0011: CATHODES = 8'b10000110;
                    4'b0100: CATHODES = 8'b11001100;
                    4'b0101: CATHODES = 8'b10100100;
                    4'b0110: CATHODES = 8'b10100000;
                    4'b0111: CATHODES = 8'b10001111;
                    4'b1000: CATHODES = 8'b10000000;
                    4'b1001: CATHODES = 8'b10001100;
                    4'b1010: CATHODES = 8'b10001000;  
                    4'b1011: CATHODES = 8'b11100000;
                    4'b1100: CATHODES = 8'b10110001;
                    4'b1101: CATHODES = 8'b11000010;
                    4'b1110: CATHODES = 8'b10110000;
                    4'b1111: CATHODES = 8'b10111000;
                    default: CATHODES = 8'b11111111;  
                endcase
            end
            2'b10: begin
                ANODES= 4'b1011;
                case (HEX[11:8])
                    4'b0000: CATHODES = 8'b10000001;
                    4'b0001: CATHODES = 8'b11001111;
                    4'b0010: CATHODES = 8'b10010010;
                    4'b0011: CATHODES = 8'b10000110;
                    4'b0100: CATHODES = 8'b11001100;
                    4'b0101: CATHODES = 8'b10100100;
                    4'b0110: CATHODES = 8'b10100000;
                    4'b0111: CATHODES = 8'b10001111;
                    4'b1000: CATHODES = 8'b10000000;
                    4'b1001: CATHODES = 8'b10001100;
                    4'b1010: CATHODES = 8'b10001000;  
                    4'b1011: CATHODES = 8'b11100000;
                    4'b1100: CATHODES = 8'b10110001;
                    4'b1101: CATHODES = 8'b11000010;
                    4'b1110: CATHODES = 8'b10110000;
                    4'b1111: CATHODES = 8'b10111000;
                    default: CATHODES = 8'b11111111;  
                endcase
            end
            2'b11: begin
                ANODES= 4'b0111;
                case (HEX[15:12])
                    4'b0000: CATHODES = 8'b10000001;
                    4'b0001: CATHODES = 8'b11001111;
                    4'b0010: CATHODES = 8'b10010010;
                    4'b0011: CATHODES = 8'b10000110;
                    4'b0100: CATHODES = 8'b11001100;
                    4'b0101: CATHODES = 8'b10100100;
                    4'b0110: CATHODES = 8'b10100000;
                    4'b0111: CATHODES = 8'b10001111;
                    4'b1000: CATHODES = 8'b10000000;
                    4'b1001: CATHODES = 8'b10001100;
                    4'b1010: CATHODES = 8'b10001000;  
                    4'b1011: CATHODES = 8'b11100000;
                    4'b1100: CATHODES = 8'b10110001;
                    4'b1101: CATHODES = 8'b11000010;
                    4'b1110: CATHODES = 8'b10110000;
                    4'b1111: CATHODES = 8'b10111000;
                    default: CATHODES = 8'b11111111;  
                endcase
            end
            default: begin       
                ANODES = 4'hF;
                CATHODES = 8'hFF;
                r_disp_digit = 2'b00;
            end
        endcase
        r_disp_digit = r_disp_digit + 1;
    end
endmodule
`timescale 1ns / 1ps
module SevSegDisp(
    input CLK,               
    input MODE,              
    input [15:0] DATA_IN,
    output [7:0] CATHODES,
    output [3:0] ANODES
    );
    logic [15:0] BCD_Val;
    logic [15:0] Hex_Val;
    BCD BCDMod (.HEX(DATA_IN), .THOUSANDS(BCD_Val[15:12]),
                .HUNDREDS(BCD_Val[11:8]), .TENS(BCD_Val[7:4]),
                .ONES(BCD_Val[3:0]));
    CathodeDriver CathMod (.HEX(Hex_Val), .CLK(CLK), .CATHODES(CATHODES),
                            .ANODES(ANODES));
    always_comb begin
        if (MODE == 1'b1)
            Hex_Val = BCD_Val;
        else
            Hex_Val = DATA_IN;
    end
endmodule
File: run.sh
#!/bin/bash
# OpenROAD 26Q1-2900-gdf79404cd8, Yosys 0.63+post, stock flow scripts
make -C /OpenROAD-flow-scripts/flow DESIGN_CONFIG=/design/flow/config.mk WORK_HOME=/design/flow/orfs finish
==> reports/metrics.yaml <==
cts:
  cts_buffer_depth: 2
  hold_buffers: 0
  htree_levels: 1
  cts_tree: "done"
  cts_resized: 0
  clk_pin_slew_ns: 0.05
  cts_inserted_buffers: 3
  worstSkewPairLatency_ns: 0.25
  cts_setup_buffers: 0
  clock-root-buffer: "clkbuf_16"
synthesis:
  synth_warnings: 3
  synthFlopType: "dfxtp_1"
  ys_async_sr_fraction_pct: 0
  ys_seq_share_pct: 8.51
  syn-cell-area_sq_um: 8120
  ys_cells: 1129
  ys_types: 118
  syn_area_per_cell_sq_um: 7.19
  enable_flop_cells: 1
  syn_inst: 1129
  synth_flop_count: 34
  synth_chip_area_sq_um: 8120
final_layout:
  fin_area_sq_um: 8600
  drive_above_1_share_pct: 7.81
  area_growth_pct: 5.90
outcome:
  status: "complete, no violations"
die:
  pin_count: 30
  core_sq_um: 19700
  fp.dieH_um: 144
  chipWidth_um: 144
  initial_core_util_pct: 41.3
  rows: 51
  die_area_sq_um: 20900
sta:
  finalSetupViolCount: 0
  unclocked_regs: 13
  untimed_endpoints: 24
  period_used_pct: 57.7
  timing.setup.tns_ns: 0
  max_slew_margin_pct: 44.7
  drv_slew: 0
  worst_pin_slew_ns: 0.828
  grt_setup_unrepaired: "no"
  fmax_mhz: 361
  clock_skew_ns: 0.00195
  hold_viol_final: 0
  min_period_ns: 2.77
grt:
  grt_use_total_pct: 19.3
  grt_pass1_wl_mm: 33.6
  antenna_found_initial: 0
  grt_remaining_overflow: 0
  grt_max_degree: 29
  grt_pass1_vias: 7136
setup_path:
  worstPathMaxFanout: 6
  endpoint_kind: "flip-flop"
  crit_type: "reg2reg"
  crit_family: "simple AND/OR/NAND/NOR gates"
  path_cells: "nand3_1, nor2_1, nand3_1, nor2_1, xor2_1, nor4b_1, nor4bb_1, buf_4, nor2_1"
  arrival_ns: 2.90
  crit_buf_inv: 1
  worst_setup_path_start_kind: "flip-flop"
  cpMostUsedCell: "nor2_1"
  required_ns: 4.93
  max_stage_delay_ns: 0.73
  cpMaxStageDelayCell: "nor4bb_1"
detailed_routing:
  ant_nets: 0
  diodes: 0
  drt_first_pass_iters: 7
  wl_mm: 20.0
  first_iter_violations: 554
  routed-via-count: 8308
  drc: 0
  viasPerCell: 6.02
  wl_per_cell_um: 14.5
min_path:
  min_path_type: "reg2reg"
flow_run:
  warnings: 56
  max-cap-violations: 0
placed_design:
  portBuffers: 28
  hpwl_mm: 15.6
  gp_congestion: 0.903
  place_area_sq_um: 8520
==> kinds of logic (layout without fill, tap and decap cells) <==
kind of cell / Yosys count / count (layout) / share of synthesized area, %
compound gates: 387 / 387 / 37.4
xor+xnor: 39 / 39 / 4.89
fa+ha+maj: 65 / 65 / 10.0
buf+inv: 139 / 124 / 7.23
flops: 34 / 34 / 8.51
mux: 41 / 41 / 5.33
other cells: 1 / 1 / 0.0462
simple gates: 423 / 423 / 26.6
==> cell usage after synthesis, drive strengths merged (6+ instances only) <==
master | count | area, sq um
a32o | 6 | 60.1
nor2 | 108 | 418
mux2 | 9 | 101
or4 | 8 | 67.6
a21o | 17 | 143
nand3 | 51 | 260
a311oi | 8 | 82.6
inv | 82 | 308
o211ai | 30 | 230
nor2b | 8 | 50.1
a221oi | 14 | 129
and3 | 19 | 119
a21oi | 64 | 354
o21a | 10 | 76.3
ha | 64 | 801
nor4 | 15 | 106
nand2 | 89 | 339
a31oi | 24 | 150
nand2b | 9 | 56.3
nand4 | 14 | 93.8
o32ai | 9 | 97.6
xor2 | 10 | 87.6
mux2i | 32 | 332
xnor2 | 28 | 287
a211oi | 18 | 163
o221ai | 9 | 78.8
clkbuf | 33 | 124
or2 | 11 | 68.8
nor3 | 42 | 215
o21ai | 60 | 308
or3 | 14 | 92.6
o22ai | 11 | 68.8
o211a | 8 | 80.1
o31ai | 12 | 136
a221o | 7 | 70.1
o2111ai | 9 | 78.8
buf | 22 | 148
dfxtp | 33 | 661
and2 | 11 | 68.8
==> final timing paths <==
path                                                  start  slack, ns                           to  depth (start not counted)
worst max-delay path             CathMod.clk_div_counter[2]       2.03   CathMod.clk_div_counter[0]                          9
worst min-delay path            CathMod.clk_div_counter[19]       0.45  CathMod.clk_div_counter[19]                          1
worst max register to register   CathMod.clk_div_counter[2]       2.03   CathMod.clk_div_counter[0]                          9
worst min register to register  CathMod.clk_div_counter[19]       0.45  CathMod.clk_div_counter[19]                          1
==> sequential cells by signal, indices dropped and copies added (netlist names) <==
signal	flops
CathMod.ANODES	4
CathMod.CATHODES	7
CathMod.clk_div_counter	20
CathMod.r_disp_digit	2
CathMod.s_clk_500	1
==> metal layers <==
metal / global-route usage (%) / part of all wire [%]
met5: 0 / 0
met4: 1.83 / 0.75
met3: 0.674 / 3.2
met2: 30.5 / 44
met1: 30.2 / 52
==> stage by stage <==
| step | hold slack, ns | setup slack, ns | instances | utilization, % |
|---|---|---|---|---|
| after floorplan | 0.425 | 2.57 | 1129 | - |
| after global placement | 0.437 | 2.09 | 1375 | 43.3 |
| after detailed placement | 0.443 | 2.12 | 1375 | 43.3 |
| after global routing | 0.463 | 1.84 | 1379 | 43.7 |
| final | 0.450 | 2.03 | 1379 | 43.7 |
| after CTS | 0.449 | 2.06 | 1379 | 43.7 |
==> area by class of cell <==
class / count / area (sq um)
multi-input combinational: 956 / 6840
sequential: 34 / 691
fill: 2032 / 11100
tap: 265 / 332
clock buffer: 4 / 78.8
inverter: 84 / 315
timing repair buffer: 36 / 340
==> cells in the final DEF (no fill, tap or decap), types with 10 or more instances in the layout <==
cell,netlist,routed
inv_1,79,79
a21o_1,15,15
or3_1,13,13
and3_1,19,19
clkdlybuf4s50_1,0,28
o211ai_1,29,29
a21oi_1,59,59
a211oi_1,14,14
ha_1,64,64
a221oi_1,13,13
xnor2_1,24,24
o22ai_1,11,11
nand2_1,87,87
and2_1,11,11
nand3_1,50,50
a31oi_1,24,24
nor2_1,103,103
mux2i_1,29,29
xor2_1,10,10
nor3_1,41,41
o21ai_0,49,49
nor4_1,13,13
nand4_1,13,13
dfxtp_1,33,33
==> worst reg2reg max path, cell delays in order (launching register included) <==
cell      delay (ns)
dfxtp_1         0.37
nand3_1         0.12
nor2_1          0.22
nand3_1         0.15
nor2_1          0.24
xor2_1          0.12
nor4b_1         0.40
nor4bb_1        0.73
buf_4           0.27
nor2_1          0.05
